`design/flow/design.v`:
```
module  StudentID(
    clk,
    reset,
    a,
    b,
    c,
    d,
    e,
    f,
    g,
    dp,
    pos
);
    parameter sim = 0;
    parameter n = 44;
    parameter text = 44'haaa32202008;
    input reset, clk, dp=1'b1;
    output a, b, c, d, e, f, g;
    output [3:0]  pos;
    wire pulse2Hz, pulse400Hz;
    wire [n-1 : 0]  id;
    cyclic #(.n(n), 
              .text(text)) 
        cyclic_inst(.ld(reset), .clk(clk), .en(pulse2Hz), .q(id));
    counter_n #(.n(sim ? 4 : 25_0000), .counter_bits(sim ? 2 : 18))
        counter_n_inst1 (.clk(clk), .en(1'b1), .r(1'b0), .co(pulse400Hz));
    counter_n #(.n(sim ? 16 : 200), .counter_bits(sim ? 4 : 8))
        counter_n_inst2 (.clk(clk), .en(pulse400Hz), .r(1'b0), .co(pulse2Hz));
    display display_inst(
        .a(a),
        .b(b),
        .c(c),
        .d(d),
        .e(e),
        .f(f),
        .g(g),
        .clk(clk),
        .en(pulse400Hz),
        .d0(id[n-13:n-16]),
        .d1(id[n-9:n-12]),
        .d2(id[n-5:n-8]),
        .d3(id[n-1:n-4]),
        .pos(pos)
    );
endmodule
module counter_n(clk,en,r,co); 
  parameter  n = 2;  
  parameter  counter_bits = 1; 
  input   clk, en, r;
  output  co;
  reg [counter_bits-1:0]  q=0;
  assign  co=(q==(n-1)) && en; 
  always @(posedge clk) 
  begin
    if(r) 
      q=0;
	  else if(en)   
	          begin	 
                if(q==(n-1))
                  q=0 ;
                else 
                  q=q+1;
            end
  end
endmodule
module cyclic (ld, clk, en, q);
    parameter n = 52;
    parameter text = 52'haaa9876543210;
    input ld, clk, en;
    output [n - 1 : 0]  q;
    reg [n - 1 : 0]   q = text;
    always @(posedge clk)
    begin
        if (ld)       
            q = text;
        else if(en)
                q = {q[n-5 : 0], q[n-1 : n-4]};      
            else
                q = q;     
    end
endmodule
module display (
    clk,
    en,
    d0,
    d1,
    d2,
    d3,
    a,
    b,
    c,
    d,
    e,
    f,
    g,
    pos
);
    input en, clk;
    input [3:0] d0, d1, d2, d3;
    output reg a, b, c, d, e, f, g;
    output [3:0] pos;
    reg [3:0] din;
    reg [1:0] q = 0, d_temp, sel;
    reg [3:0] pos;
    always @(posedge clk)
    begin
        if(en)
        begin
            if(q==3)
                q = 0;
            else
                q = q + 1;
        end
    end
    always @(*)
    begin
        sel = q;
        case (sel)
            0 : din = d0;
            1 : din = d1;
            2 : din = d2;
            3 : din = d3;
            default: din = 0;
        endcase
    end
    always @(*)
    begin
        d_temp = q;
        case (d_temp)
            0 : pos = 4'b1110;
            1 : pos = 4'b1101;
            2 : pos = 4'b1011;
            3 : pos = 4'b0111;
            default: pos = 0;
        endcase
    end
    always @(*) 
    begin
        case (din)
            0 : {a, b, c, d, e, f, g} = 7'b0000001;
            1 : {a, b, c, d, e, f, g} = 7'b1001111;
            2 : {a, b, c, d, e, f, g} = 7'b0010010;
            3 : {a, b, c, d, e, f, g} = 7'b0000110;
            4 : {a, b, c, d, e, f, g} = 7'b1001100;
            5 : {a, b, c, d, e, f, g} = 7'b0100100;
            6 : {a, b, c, d, e, f, g} = 7'b0100000;
            7 : {a, b, c, d, e, f, g} = 7'b0001111;
            8 : {a, b, c, d, e, f, g} = 7'b0000000;
            9 : {a, b, c, d, e, f, g} = 7'b0000100;
            default:  {a, b, c, d, e, f, g} = 7'b1111111;
        endcase
    end
endmodule
```
`design/flow/run.sh`:
```
#!/bin/bash
# OpenROAD 26Q1-2900-gdf79404cd8, Yosys 0.63+post, stock flow scripts
make -C /OpenROAD-flow-scripts/flow DESIGN_CONFIG=/design/flow/config.mk WORK_HOME=/design/flow/orfs finish
```
`design/flow/config.mk`:
```
export PLATFORM = sky130hd
export DESIGN_NAME = StudentID
export DESIGN_NICKNAME = StudentID
export VERILOG_FILES = /design/flow/design.v
export SDC_FILE = /design/flow/constraint.sdc
export NUM_CORES = 4
export LEC_CHECK = 1
export CORE_UTILIZATION = 50
```
`design/flow/constraint.sdc`:
```
current_design StudentID

set clk_period 3.4
set clk_io_pct 0.2

create_clock -name clk0 -period $clk_period [get_ports {clk}]

set non_clock_inputs [all_inputs -no_clocks]
set_input_delay [expr $clk_period * $clk_io_pct] -clock clk0 $non_clock_inputs
set_output_delay [expr $clk_period * $clk_io_pct] -clock clk0 [all_outputs]
```
==> reports/metrics.csv <==
stage,metric,value,unit
outcome,outcome,"complete, no violations",
setup_path,arrival,2.55,ns
synthesis,async_reset_ff_share,0,%
synthesis,ys_types,47,
clocking,cts_hold_buf,0,
sta,clock.fmax,0.310,GHz
grt,first_global_vias,2315,
clocking,clock_path_buffers,2,
drt,via_count,2512,
clocking,clk_latency,0.35,ns
sta,rsz0062_at_grt,no,
synthesis,ys_seq_share,44.9,%
clocking,numCtsBuffers,9,
cells_and_area,fillers,502,
power,power_density,415,mW/mm^2
synthesis,syn_area,0.00343,sq mm
synthesis,yosysWarningCount,4,
setup_path,crit_type,reg -> out,
place,dp_hpwl,3830,microns
clocking,clock-sinks,72,
cells_and_area,layout_top_cells,"dfxtp_1 (62), mux2i_1 (32), nor2_1 (27)",
cells_and_area,lay_top_count,dfxtp_1,
synthesis,ys_cells,343,
grt,overflow,0,
die,rows,29,
clocking,h-tree-depth,3,
synthesis,synth.avg_cell_area,10.0,sq um
die,fp_util,52.9,%
sta,hold_viol,0,
job,warnings,33,
drt,wl_per_cell,14.6,microns
synthesis,synth_flops,72,
clocking,path_clk_slew,0.07,ns
clocking,tritoncts,done,
sta,worst_slew_margin_rel,51.0,%
synthesis,edf_count,10,
setup_path,end_kind,primary output,
drt,n_antenna_cell,0,
setup_path,critPathRequiredTime,2.72,ns
synthesis,synth_cells,343,
synthesis,yosys_area,0.00343,sq mm
setup_path,crit_path_start_kind,flip-flop,
drt,dr.pass1.iters,7,
job,drv_cap,0,
power,ir_drop,0.000252,V
sta,finClkSkew,0.0109,ns
drt,drc,0,
grt,antenna_found_initial,0,
drt,antenna_left,0,
sta,hold_slack,0.443,ns
sta,slew_violations,0,
cells_and_area,area_delta_synth_final,17.0,%
sta,finalCriticalPeriod,3.23,ns
power,p_leak,0.00141,uW
sta,setup_tns,0,ns
drt,viasPerCell,5.61,
die,io_pins,14,
drt,drtIter0Drc,108,
grt,grt_first_pass_wirelength,11100,microns
place,place.gp.congestion,0.781,
setup_path,critPathMaxFanout,5,
power,p_total,1670,uW
sta,worstMarginPinSlew,0.735,ns
drt,finalWirelength,6520,microns
worst_hold_path,min_path_type,reg -> reg,
grt,grt_max_degree,50,
die,dieArea,0.00720,sq mm
sta,finalSetupViolCount,0,
die,die_w,84.9,microns
die,die_h,84.9,microns
synthesis,ys.flop_type,dfxtp_1,
clocking,cts_root_buf,clkbuf_8,
cells_and_area,drive_gt1_share,16.4,%
sta,period_used_share,95.0,%
grt,track_usage,19.4,%
die,fp.coreArea,0.00649,sq mm
place,io_buffers,12,
critical path: stages, from the launching register on:
cell and delay, ns:
edfxtp_1 0.52, ha_4 0.24, a222oi_1 0.47, mux2i_2 0.17
buf_4 0.20, ha_4 0.16, nor3_4 0.16, buf_4 0.13
a21oi_1 0.03, dlymetal6s2s_1 0.13
power breakdown:
part	leakage (uW)	switching, uW	internal (uW)
clock	0.000122	314	478
combinational	0.000671	8.68	5.12
sequential	0.000616	0.000000000000335	859
stage by stage:
step	std cells	worst slack, ns	instance area, sq um	utilization (%)
6_report	448	0.170	4020	61.8
3_3_place_gp	417	0.205	3530	54.3
4_1_cts	438	0.00135	3830	58.9
3_5_place_dp	417	0.186	3530	54.3
5_1_grt	448	0.0682	4020	61.8
2_1_floorplan	343	0.970	3430	-
registers in the layout, indices dropped and copies added (netlist names):
signal / count
cyclic_inst.q: 44
counter_n_inst2.q: 8
display_inst.q: 2
counter_n_inst1.q: 18
layer usage:
metal  wire [microns]  global-route usage (%)
met1             3550                    33.0
met4              104                    2.93
met3              182                    3.36
met2             2680                    27.5
met5                0                       0
final timing paths:
kind	from	to	slack, ns	cells after the start
worst min-delay path	counter_n_inst1.q[0]	counter_n_inst1.q[0]	0.44	1
worst max register to register	counter_n_inst1.q[0]	cyclic_inst.q[28]	1.26	5
worst min register to register	counter_n_inst1.q[0]	counter_n_inst1.q[0]	0.44	1
worst max-delay path	display_inst.q[0]	f	0.17	9
repair_timing:
item / CTS / global route
endpoints found under the hold margin: 0 / 0
cloned: 0 / 0
endpoints found under the setup margin: 6 / 7
setup buffers: 5 / 10
gates resized: 5 / 27
pin swaps: 3 / 11
kinds of logic (layout without fill, tap and decap cells):
| kind of cell | Yosys count | in the layout | share of synthesized area (%) |
|---|---|---|---|
| adders and majority gates | 11 | 11 | 4.01 |
| xor gates and xnor gates | 17 | 17 | 4.34 |
| DFF | 72 | 72 | 44.9 |
| and+or+nand+nor | 117 | 117 | 20.7 |
| AOI/OAI and AO/OA | 61 | 61 | 10.4 |
| muxes | 34 | 34 | 9.91 |
| buffers and inverters | 31 | 59 | 5.76 |
Yosys cell counts, types with 3 or more instances:
cell / number / share of area, %
xor2_1: 8 / 2.0
mux2i_1: 34 / 9.9
xnor2_1: 9 / 2.3
nand4_1: 23 / 4.2
edfxtp_1: 10 / 8.7
clkbuf_1: 8 / 0.87
nand2b_1: 17 / 3.1
and4_1: 3 / 0.77
nor2_1: 27 / 3.0
a21oi_1: 26 / 3.8
nor2b_1: 8 / 1.5
dfxtp_1: 62 / 36
nand2_1: 8 / 0.87
buf_6: 4 / 1.3
o21ai_0: 21 / 3.1
inv_1: 12 / 1.3
ha_1: 11 / 4.0
nand3_1: 9 / 1.3
and3_1: 5 / 0.91
buf_2: 3 / 0.44
a222oi_1: 4 / 1.2
area by class of cell:
class	count	area, sq um	area share, %
well taps	77	96.3	2.40
clock buffers	12	166	4.14
clock inverters	4	73.8	1.84
multi-input cells	240	1800	44.7
inverters	12	45.0	1.12
flip-flops and latches	72	1540	38.4
repair buffers	31	297	7.38
Power figures rest on the tool's default switching activity, not on a simulated workload.
